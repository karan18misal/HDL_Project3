`design/flow/run.sh`:
```
#!/bin/bash
# OpenROAD 26Q1-2900-gdf79404cd8, Yosys 0.63+post, stock flow scripts
make -C /OpenROAD-flow-scripts/flow DESIGN_CONFIG=/design/flow/config.mk WORK_HOME=/design/flow/orfs finish
```
`design/flow/constraint.sdc`:
```
current_design security

set clk_period 30.5
set clk_io_pct 0.2

create_clock -name clk0 -period $clk_period

set non_clock_inputs [all_inputs -no_clocks]
set_input_delay [expr $clk_period * $clk_io_pct] -clock clk0 $non_clock_inputs
set_output_delay [expr $clk_period * $clk_io_pct] -clock clk0 [all_outputs]
```
`design/flow/design.v`:
```
module security(
    input [31:0] data_in,
    input encryption_on,
    input [15:0] key_access_mem,
    input [15:0] key_access_reg,
    output reg [31:0] data_out
);
reg [31:0] dataa;
always @(*) begin
    if (key_access_mem == 16'h0032) begin
        if (encryption_on) begin
            dataa = (((data_in - 3) ^ 2 )+ 9) * 3;
        end else begin
            dataa = data_in;
        end
    end 
    if (key_access_reg == 16'h0032) begin
        if (!encryption_on) begin
            dataa = ~(((data_in / 3) - 9) ^ 2 ) + 3;
        end else begin
            dataa = data_in;
        end
    end
    data_out = dataa;
end
endmodule
```
`design/flow/config.mk`:
```
export PLATFORM = sky130hd
export DESIGN_NAME = security
export DESIGN_NICKNAME = security
export VERILOG_FILES = /design/flow/design.v
export SDC_FILE = /design/flow/constraint.sdc
export NUM_CORES = 4
export LEC_CHECK = 1
export CORE_UTILIZATION = 30
```
==> impl_metrics.env <==
# source this file to load flow results
export IMPL_outcome="completed"
export IMPL_num_rows=60
export IMPL_hpwl_um=20700
export IMPL_fp_util_pct=30.6
export IMPL_n_clock_buffer=0
export IMPL_slew_viol_final=0
export IMPL_min_period_over_period_pct=84.2
export IMPL_finalCriticalPeriod_ns=25.67
export IMPL_layout_area_overhead_vs_synth_pct=11.3
export IMPL_grt_pass1_vias=8606
export IMPL_pin_count=97
export IMPL_netSwitchingPower_uw=172
export IMPL_core_area_um2=27000
export IMPL_power_share_combinational_pct=100.0
export IMPL_register_share_of_total_power_pct=0
export IMPL_ctsHoldBuffers=0
export IMPL_remaining_drc_errors=0
export IMPL_max_freq_mhz=39.0
export IMPL_wire_length_of_the_first_global_routing_pass_um=44700
export IMPL_synth_chip_area_um2=8260
export IMPL_setup_worst_path_end_class="output port"
export IMPL_total_power_uw=285
export IMPL_power_density_cell_area_nw_per_um2=31.0
export IMPL_routabilityCongestion=0.938
export IMPL_hold_path_startpoint="encryption_on"
export IMPL_clkPwrFrac_pct=0
export IMPL_placed_cells=1638
export IMPL_yosysUniqueCellTypes=117
export IMPL_yosys_warnings=1
export IMPL_antenna_cells_inserted=0
export IMPL_wl_per_cell_um=16.4
export IMPL_worst_hold_path_num_cells=3
export IMPL_final_hold_violation_count=0
export IMPL_critical_path_most_common_cell="sky130_fd_sc_hd__and3_1"
export IMPL_netSwitchingFraction_pct=60.2
export IMPL_power_ir_vdd_worst_v=0.0000123
export IMPL_syn_cell_area_um2=8260
export IMPL_setup_viol_count_final=0
export IMPL_die_area_um2=28200
export IMPL_critPathKind="primary input to output port"
export IMPL_max_cap_violations=0
export IMPL_critical_path_slowest_cell="sky130_fd_sc_hd__clkdlybuf4s50_1"
export IMPL_hold_path_end="data_out[2]"
export IMPL_post_cts_resize_count=0
export IMPL_count_of_buffers_from_port_buffering=81
export IMPL_data_arrival_time_of_the_critical_path_ns=19.57
export IMPL_design_seq_count=0
export IMPL_dieWidth_um=168
export IMPL_grt_start_max_net_pins=32
export IMPL_globalRoute_totalOverflow=0
export IMPL_critPathMaxStageDelay_ns=0.82
export IMPL_ff_latch_area_um2=0
export IMPL_stage_log_warnings=53
export IMPL_cp_data_required_time_ns=24.40
export IMPL_post_cts_setup_repair_bufs=0
export IMPL_internal_power_uw=114
export IMPL_yosys_stat_cells=1299
export IMPL_hold_class="primary input to output port"
export IMPL_avgViaCountPerCell=5.91
export IMPL_worstSetupStartpointType="primary input"
export IMPL_critPathMaxFanout=24
export IMPL_detail_route_wirelength_um=26900
export IMPL_final_antenna_net_count=0
export IMPL_detailedRoute_firstIterationViolations=867
export IMPL_setup_tns_ns=0
export IMPL_synth_sequential_area_ratio_pct=0
export IMPL_rsz0062_at_grt="false"
export IMPL_via_count=9677
export IMPL_synth_area_per_cell_um2=6.36
export IMPL_worst_pin_slew_ns=0.847
export IMPL_groute_usage_overall_pct=19.0
export IMPL_antenna_found_initial=0
export IMPL_syn_instance_count=1299
export IMPL_chipHeight_um=168
export IMPL_post_route_cells_drive_above_1_share_pct=6.55
export IMPL_relSlewSlack_pct=43.4
export IMPL_layout_cells_non_filler=1638
export IMPL_p_leak_uw=0.00314
export IMPL_firstDrtPassIters=5
-- layout by cell type, fill, tap and decap left out, types with 13 or more instances in the layout --
cell                              instances
sky130_fd_sc_hd__nor2_1                 137
sky130_fd_sc_hd__xnor2_1                 87
sky130_fd_sc_hd__a21oi_1                 91
sky130_fd_sc_hd__xor2_1                  35
sky130_fd_sc_hd__nand3_1                 49
sky130_fd_sc_hd__nor2b_1                 14
sky130_fd_sc_hd__nand2b_1                16
sky130_fd_sc_hd__or3_1                   17
sky130_fd_sc_hd__nand2_1                141
sky130_fd_sc_hd__nand4_1                 15
sky130_fd_sc_hd__clkdlybuf4s50_1         81
sky130_fd_sc_hd__nor4_1                  17
sky130_fd_sc_hd__and2_1                  14
sky130_fd_sc_hd__a31oi_1                 22
sky130_fd_sc_hd__o22ai_1                 34
sky130_fd_sc_hd__nor3_1                  48
sky130_fd_sc_hd__o21ai_0                 77
sky130_fd_sc_hd__o211ai_1                19
sky130_fd_sc_hd__mux2i_1                 13
sky130_fd_sc_hd__ha_1                    36
sky130_fd_sc_hd__a211oi_1                16
sky130_fd_sc_hd__inv_1                   28
-- metrics by stage --
stage	hold WS [ns]	setup WS, ns	cell area, µm²	utilization (%)
after floorplan	12.23	8.81	8260	-
after global placement	13.31	5.04	9190	34.1
after detailed placement	13.31	5.09	9190	34.1
after CTS	13.32	5.05	9190	34.1
after global routing	13.36	3.90	9190	34.1
final	13.30	4.83	9190	34.1
-- area by class of cell --
class / instances / area, µm²
timing repair buffer: 93 / 901
tap: 341 / 427
multi-input combinational: 1166 / 7720
inverter: 38 / 143
fill: 2879 / 17800
-- cells in the mapped netlist, drive strengths merged, types with 15 or more instances --
cell type  instances  area, µm²
xnor2             87        762
o21ai             82        410
clkbuf            68        255
inv               29        109
a31oi             24        165
nor2             141        537
xor2              35        307
nand4             15       93.8
o22ai             35        225
a211oi            17        133
a21oi             91        455
buf               27        153
nand2            145        559
ha                36        450
nor4              25        233
nor3              53        297
or3               19        129
nand2b            16        100
nand3             49        245
o211ai            20        155
-- critical path, delay by kind of cell --
family          cells  cell delay (ns)
xor+xnor            2             0.33
compound gates     12             3.30
buf+inv             3             1.57
simple gates       19             7.37
mux                 2             0.40
fa+ha+maj           2             0.47
-- power by group through the flow --
stage	logic, µW	registers (µW)	clock network, µW
after global routing	315	0	0
after CTS	283	0	0
final	285	0	0
-- how the worst max path moves through the flow --
stage / start / end / cells past startpoint
after CTS: data_in[30] / data_out[24] / 40
after global routing: data_in[27] / data_out[24] / 40
final: data_in[30] / data_out[24] / 40
-- metal layers --
metal | global-route usage (%) | part of all wire [%]
met1 | 29.0 | 49
met2 | 30.4 | 45
met3 | 0.670 | 5.3
met4 | 2.39 | 1.2
met5 | 0 | 0
-- logic make-up after synthesis --
| kind of cell | Yosys count | share of synthesized area, % |
|---|---|---|
| XOR/XNOR | 122 | 12.9 |
| AND-OR/OR-AND | 436 | 37.1 |
| multiplexers | 18 | 2.67 |
| adder cells (fa/ha/maj) | 36 | 5.46 |
| buffers and inverters | 133 | 6.67 |
| AND/OR/NAND/NOR | 554 | 35.1 |
No activity file was given, so power comes from the tool's default toggle rates.
